File: constraint.sdc
current_design DistanceCalculator

set clk_period 129.0
set clk_io_pct 0.2

create_clock -name clk0 -period $clk_period

set non_clock_inputs [all_inputs -no_clocks]
set_input_delay [expr $clk_period * $clk_io_pct] -clock clk0 $non_clock_inputs
set_output_delay [expr $clk_period * $clk_io_pct] -clock clk0 [all_outputs]
File: config.mk
export PLATFORM = sky130hd
export DESIGN_NAME = DistanceCalculator
export DESIGN_NICKNAME = DistanceCalculator
export VERILOG_FILES = /design/flow/design.v
export SDC_FILE = /design/flow/constraint.sdc
export NUM_CORES = 4
export LEC_CHECK = 1
export CORE_UTILIZATION = 50
File: run.sh
#!/bin/bash
# OpenROAD 26Q1-2900-gdf79404cd8, Yosys 0.63+post, stock flow scripts
make -C /OpenROAD-flow-scripts/flow DESIGN_CONFIG=/design/flow/config.mk WORK_HOME=/design/flow/orfs finish
File: design.v
module CombDivider8 (
    input [7:0] lop,
    input [7:0] rop,
    output [7:0] quot,
    output [7:0] mod
);
wire [7:0] interm_st0;
wire [7:0] mod_st0;
wire [7:0] lop_st0;
wire [7:0] quot_st0;
assign interm_st0 = { 6'b0, lop[7] };
assign lop_st0 = { lop[6:0], 1'b0 };
assign mod_st0 = interm_st0 >= rop ? (interm_st0 - rop) : interm_st0;
assign quot_st0 = {6'b0, interm_st0 >= rop ? 1'b1 : 1'b0};
wire [7:0] interm_st1;
wire [7:0] mod_st1;
wire [7:0] lop_st1;
wire [7:0] quot_st1;
assign interm_st1 = { mod_st0[6:0], lop_st0[7] };
assign lop_st1 = { lop_st0[6:0], 1'b0 };
assign mod_st1 = interm_st1 >= rop ? (interm_st1 - rop) : interm_st1;
assign quot_st1 = {quot_st0[6:0], interm_st1 >= rop ? 1'b1 : 1'b0};
wire [7:0] interm_st2;
wire [7:0] mod_st2;
wire [7:0] lop_st2;
wire [7:0] quot_st2;
assign interm_st2 = { mod_st1[6:0], lop_st1[7] };
assign lop_st2 = { lop_st1[6:0], 1'b0 };
assign mod_st2 = interm_st2 >= rop ? (interm_st2 - rop) : interm_st2;
assign quot_st2 = {quot_st1[6:0], interm_st2 >= rop ? 1'b1 : 1'b0};
wire [7:0] interm_st3;
wire [7:0] mod_st3;
wire [7:0] lop_st3;
wire [7:0] quot_st3;
assign interm_st3 = { mod_st2[6:0], lop_st2[7] };
assign lop_st3 = { lop_st2[6:0], 1'b0 };
assign mod_st3 = interm_st3 >= rop ? (interm_st3 - rop) : interm_st3;
assign quot_st3 = {quot_st2[6:0], interm_st3 >= rop ? 1'b1 : 1'b0};
wire [7:0] interm_st4;
wire [7:0] mod_st4;
wire [7:0] lop_st4;
wire [7:0] quot_st4;
assign interm_st4 = { mod_st3[6:0], lop_st3[7] };
assign lop_st4 = { lop_st3[6:0], 1'b0 };
assign mod_st4 = interm_st4 >= rop ? (interm_st4 - rop) : interm_st4;
assign quot_st4 = {quot_st3[6:0], interm_st4 >= rop ? 1'b1 : 1'b0};
wire [7:0] interm_st5;
wire [7:0] mod_st5;
wire [7:0] lop_st5;
wire [7:0] quot_st5;
assign interm_st5 = { mod_st4[6:0], lop_st4[7] };
assign lop_st5 = { lop_st4[6:0], 1'b0 };
assign mod_st5 = interm_st5 >= rop ? (interm_st5 - rop) : interm_st5;
assign quot_st5 = {quot_st4[6:0], interm_st5 >= rop ? 1'b1 : 1'b0};
wire [7:0] interm_st6;
wire [7:0] mod_st6;
wire [7:0] lop_st6;
wire [7:0] quot_st6;
assign interm_st6 = { mod_st5[6:0], lop_st5[7] };
assign lop_st6 = { lop_st5[6:0], 1'b0 };
assign mod_st6 = interm_st6 >= rop ? (interm_st6 - rop) : interm_st6;
assign quot_st6 = {quot_st5[6:0], interm_st6 >= rop ? 1'b1 : 1'b0};
wire [7:0] interm_st7;
wire [7:0] mod_st7;
wire [7:0] lop_st7;
wire [7:0] quot_st7;
assign interm_st7 = { mod_st6[6:0], lop_st6[7] };
assign lop_st7 = { lop_st6[6:0], 1'b0 };
assign mod_st7 = interm_st7 >= rop ? (interm_st7 - rop) : interm_st7;
assign quot_st7 = {quot_st6[6:0], interm_st7 >= rop ? 1'b1 : 1'b0};
assign quot = quot_st7;
assign mod = mod_st7;
endmodule
module CombDivider8WoQuot (
    input [7:0] lop,
    input [7:0] rop,
    output [7:0] mod
);
wire [7:0] interm_st0;
wire [7:0] mod_st0;
wire [7:0] lop_st0;
wire [7:0] quot_st0;
assign interm_st0 = { 6'b0, lop[7] };
assign lop_st0 = { lop[6:0], 1'b0 };
assign mod_st0 = interm_st0 >= rop ? (interm_st0 - rop) : interm_st0;
assign quot_st0 = {6'b0, interm_st0 >= rop ? 1'b1 : 1'b0};
wire [7:0] interm_st1;
wire [7:0] mod_st1;
wire [7:0] lop_st1;
wire [7:0] quot_st1;
assign interm_st1 = { mod_st0[6:0], lop_st0[7] };
assign lop_st1 = { lop_st0[6:0], 1'b0 };
assign mod_st1 = interm_st1 >= rop ? (interm_st1 - rop) : interm_st1;
assign quot_st1 = {quot_st0[6:0], interm_st1 >= rop ? 1'b1 : 1'b0};
wire [7:0] interm_st2;
wire [7:0] mod_st2;
wire [7:0] lop_st2;
wire [7:0] quot_st2;
assign interm_st2 = { mod_st1[6:0], lop_st1[7] };
assign lop_st2 = { lop_st1[6:0], 1'b0 };
assign mod_st2 = interm_st2 >= rop ? (interm_st2 - rop) : interm_st2;
assign quot_st2 = {quot_st1[6:0], interm_st2 >= rop ? 1'b1 : 1'b0};
wire [7:0] interm_st3;
wire [7:0] mod_st3;
wire [7:0] lop_st3;
wire [7:0] quot_st3;
assign interm_st3 = { mod_st2[6:0], lop_st2[7] };
assign lop_st3 = { lop_st2[6:0], 1'b0 };
assign mod_st3 = interm_st3 >= rop ? (interm_st3 - rop) : interm_st3;
assign quot_st3 = {quot_st2[6:0], interm_st3 >= rop ? 1'b1 : 1'b0};
wire [7:0] interm_st4;
wire [7:0] mod_st4;
wire [7:0] lop_st4;
wire [7:0] quot_st4;
assign interm_st4 = { mod_st3[6:0], lop_st3[7] };
assign lop_st4 = { lop_st3[6:0], 1'b0 };
assign mod_st4 = interm_st4 >= rop ? (interm_st4 - rop) : interm_st4;
assign quot_st4 = {quot_st3[6:0], interm_st4 >= rop ? 1'b1 : 1'b0};
wire [7:0] interm_st5;
wire [7:0] mod_st5;
wire [7:0] lop_st5;
wire [7:0] quot_st5;
assign interm_st5 = { mod_st4[6:0], lop_st4[7] };
assign lop_st5 = { lop_st4[6:0], 1'b0 };
assign mod_st5 = interm_st5 >= rop ? (interm_st5 - rop) : interm_st5;
assign quot_st5 = {quot_st4[6:0], interm_st5 >= rop ? 1'b1 : 1'b0};
wire [7:0] interm_st6;
wire [7:0] mod_st6;
wire [7:0] lop_st6;
wire [7:0] quot_st6;
assign interm_st6 = { mod_st5[6:0], lop_st5[7] };
assign lop_st6 = { lop_st5[6:0], 1'b0 };
assign mod_st6 = interm_st6 >= rop ? (interm_st6 - rop) : interm_st6;
assign quot_st6 = {quot_st5[6:0], interm_st6 >= rop ? 1'b1 : 1'b0};
wire [7:0] interm_st7;
wire [7:0] mod_st7;
assign interm_st7 = { mod_st6[6:0], lop_st6[7] };
assign mod_st7 = interm_st7 >= rop ? (interm_st7 - rop) : interm_st7;
assign mod = mod_st7;
endmodule
module CombDivider16 (
    input [15:0] lop,
    input [15:0] rop,
    output [15:0] quot,
    output [15:0] mod
);
wire [15:0] interm_st0;
wire [15:0] mod_st0;
wire [15:0] lop_st0;
wire [15:0] quot_st0;
assign interm_st0 = { 14'b0, lop[15] };
assign lop_st0 = { lop[14:0], 1'b0 };
assign mod_st0 = interm_st0 >= rop ? (interm_st0 - rop) : interm_st0;
assign quot_st0 = {14'b0, interm_st0 >= rop ? 1'b1 : 1'b0};
wire [15:0] interm_st1;
wire [15:0] mod_st1;
wire [15:0] lop_st1;
wire [15:0] quot_st1;
assign interm_st1 = { mod_st0[14:0], lop_st0[15] };
assign lop_st1 = { lop_st0[14:0], 1'b0 };
assign mod_st1 = interm_st1 >= rop ? (interm_st1 - rop) : interm_st1;
assign quot_st1 = {quot_st0[14:0], interm_st1 >= rop ? 1'b1 : 1'b0};
wire [15:0] interm_st2;
wire [15:0] mod_st2;
wire [15:0] lop_st2;
wire [15:0] quot_st2;
assign interm_st2 = { mod_st1[14:0], lop_st1[15] };
assign lop_st2 = { lop_st1[14:0], 1'b0 };
assign mod_st2 = interm_st2 >= rop ? (interm_st2 - rop) : interm_st2;
assign quot_st2 = {quot_st1[14:0], interm_st2 >= rop ? 1'b1 : 1'b0};
wire [15:0] interm_st3;
wire [15:0] mod_st3;
wire [15:0] lop_st3;
wire [15:0] quot_st3;
assign interm_st3 = { mod_st2[14:0], lop_st2[15] };
assign lop_st3 = { lop_st2[14:0], 1'b0 };
assign mod_st3 = interm_st3 >= rop ? (interm_st3 - rop) : interm_st3;
assign quot_st3 = {quot_st2[14:0], interm_st3 >= rop ? 1'b1 : 1'b0};
wire [15:0] interm_st4;
wire [15:0] mod_st4;
wire [15:0] lop_st4;
wire [15:0] quot_st4;
assign interm_st4 = { mod_st3[14:0], lop_st3[15] };
assign lop_st4 = { lop_st3[14:0], 1'b0 };
assign mod_st4 = interm_st4 >= rop ? (interm_st4 - rop) : interm_st4;
assign quot_st4 = {quot_st3[14:0], interm_st4 >= rop ? 1'b1 : 1'b0};
wire [15:0] interm_st5;
wire [15:0] mod_st5;
wire [15:0] lop_st5;
wire [15:0] quot_st5;
assign interm_st5 = { mod_st4[14:0], lop_st4[15] };
assign lop_st5 = { lop_st4[14:0], 1'b0 };
assign mod_st5 = interm_st5 >= rop ? (interm_st5 - rop) : interm_st5;
assign quot_st5 = {quot_st4[14:0], interm_st5 >= rop ? 1'b1 : 1'b0};
wire [15:0] interm_st6;
wire [15:0] mod_st6;
wire [15:0] lop_st6;
wire [15:0] quot_st6;
assign interm_st6 = { mod_st5[14:0], lop_st5[15] };
assign lop_st6 = { lop_st5[14:0], 1'b0 };
assign mod_st6 = interm_st6 >= rop ? (interm_st6 - rop) : interm_st6;
assign quot_st6 = {quot_st5[14:0], interm_st6 >= rop ? 1'b1 : 1'b0};
wire [15:0] interm_st7;
wire [15:0] mod_st7;
wire [15:0] lop_st7;
wire [15:0] quot_st7;
assign interm_st7 = { mod_st6[14:0], lop_st6[15] };
assign lop_st7 = { lop_st6[14:0], 1'b0 };
assign mod_st7 = interm_st7 >= rop ? (interm_st7 - rop) : interm_st7;
assign quot_st7 = {quot_st6[14:0], interm_st7 >= rop ? 1'b1 : 1'b0};
wire [15:0] interm_st8;
wire [15:0] mod_st8;
wire [15:0] lop_st8;
wire [15:0] quot_st8;
assign interm_st8 = { mod_st7[14:0], lop_st7[15] };
assign lop_st8 = { lop_st7[14:0], 1'b0 };
assign mod_st8 = interm_st8 >= rop ? (interm_st8 - rop) : interm_st8;
assign quot_st8 = {quot_st7[14:0], interm_st8 >= rop ? 1'b1 : 1'b0};
wire [15:0] interm_st9;
wire [15:0] mod_st9;
wire [15:0] lop_st9;
wire [15:0] quot_st9;
assign interm_st9 = { mod_st8[14:0], lop_st8[15] };
assign lop_st9 = { lop_st8[14:0], 1'b0 };
assign mod_st9 = interm_st9 >= rop ? (interm_st9 - rop) : interm_st9;
assign quot_st9 = {quot_st8[14:0], interm_st9 >= rop ? 1'b1 : 1'b0};
wire [15:0] interm_st10;
wire [15:0] mod_st10;
wire [15:0] lop_st10;
wire [15:0] quot_st10;
assign interm_st10 = { mod_st9[14:0], lop_st9[15] };
assign lop_st10 = { lop_st9[14:0], 1'b0 };
assign mod_st10 = interm_st10 >= rop ? (interm_st10 - rop) : interm_st10;
assign quot_st10 = {quot_st9[14:0], interm_st10 >= rop ? 1'b1 : 1'b0};
wire [15:0] interm_st11;
wire [15:0] mod_st11;
wire [15:0] lop_st11;
wire [15:0] quot_st11;
assign interm_st11 = { mod_st10[14:0], lop_st10[15] };
assign lop_st11 = { lop_st10[14:0], 1'b0 };
assign mod_st11 = interm_st11 >= rop ? (interm_st11 - rop) : interm_st11;
assign quot_st11 = {quot_st10[14:0], interm_st11 >= rop ? 1'b1 : 1'b0};
wire [15:0] interm_st12;
wire [15:0] mod_st12;
wire [15:0] lop_st12;
wire [15:0] quot_st12;
assign interm_st12 = { mod_st11[14:0], lop_st11[15] };
assign lop_st12 = { lop_st11[14:0], 1'b0 };
assign mod_st12 = interm_st12 >= rop ? (interm_st12 - rop) : interm_st12;
assign quot_st12 = {quot_st11[14:0], interm_st12 >= rop ? 1'b1 : 1'b0};
wire [15:0] interm_st13;
wire [15:0] mod_st13;
wire [15:0] lop_st13;
wire [15:0] quot_st13;
assign interm_st13 = { mod_st12[14:0], lop_st12[15] };
assign lop_st13 = { lop_st12[14:0], 1'b0 };
assign mod_st13 = interm_st13 >= rop ? (interm_st13 - rop) : interm_st13;
assign quot_st13 = {quot_st12[14:0], interm_st13 >= rop ? 1'b1 : 1'b0};
wire [15:0] interm_st14;
wire [15:0] mod_st14;
wire [15:0] lop_st14;
wire [15:0] quot_st14;
assign interm_st14 = { mod_st13[14:0], lop_st13[15] };
assign lop_st14 = { lop_st13[14:0], 1'b0 };
assign mod_st14 = interm_st14 >= rop ? (interm_st14 - rop) : interm_st14;
assign quot_st14 = {quot_st13[14:0], interm_st14 >= rop ? 1'b1 : 1'b0};
wire [15:0] interm_st15;
wire [15:0] mod_st15;
wire [15:0] lop_st15;
wire [15:0] quot_st15;
assign interm_st15 = { mod_st14[14:0], lop_st14[15] };
assign lop_st15 = { lop_st14[14:0], 1'b0 };
assign mod_st15 = interm_st15 >= rop ? (interm_st15 - rop) : interm_st15;
assign quot_st15 = {quot_st14[14:0], interm_st15 >= rop ? 1'b1 : 1'b0};
assign quot = quot_st15;
assign mod = mod_st15;
endmodule
module CombMultiplier8 (
    input [7:0] lop,
    input [7:0] rop,
    output [15:0] oval
);
assign oval = lop * rop;
endmodule
module DistanceCalculator #(
    parameter WORD_WIDTH = 8,    
    parameter DIST_WIDTH = 3,    
    parameter MAX_C_SIZE = 16    
) (
    input [WORD_WIDTH-1:0] idx1,   
    input [WORD_WIDTH-1:0] idx2,   
    input [WORD_WIDTH-1:0] ow,   
    input [WORD_WIDTH-1:0] fw,   
    input [WORD_WIDTH-1:0] st,   
    output valid,   
    output [DIST_WIDTH-1:0] dr      
);
wire [WORD_WIDTH-1:0] d,     
                      do1,   
                      do2,   
                      mo1,   
                      mo2,   
                      dv;    
assign d = idx2 - idx1;   
assign dv = do2 - do1;    
CombDivider8 cdiv_do_1 (.lop(idx1), .rop(fw), .quot(do1), .mod(mo1));   
CombDivider8 cdiv_do_2 (.lop(idx2), .rop(fw), .quot(do2), .mod(mo2));   
wire [WORD_WIDTH-1:0]   wd;       
wire [2*WORD_WIDTH-1:0] st_exp;   
wire [2*WORD_WIDTH-1:0] dr_mul,   
                        dr_nst,   
                        dr_raw,   
                        dr_mod;   
assign wd = ow - fw;          
assign dr_nst = dr_mul + d;   
assign st_exp = {8'b0, st};   
CombMultiplier8 cmul_dr (.lop(wd), .rop(dv), .oval(dr_mul));                         
CombDivider16   cdiv_dr (.lop(dr_nst), .rop(st_exp), .quot(dr_raw), .mod(dr_mod));   
wire overflow;
assign overflow = (dr_raw[2*WORD_WIDTH-1:DIST_WIDTH] != 0);
assign stride_e = (dr_mod != 0);
assign valid = (~overflow) & (~stride_e);   
assign dr = dr_raw[DIST_WIDTH-1:0];         
endmodule
==> results.toml <==
# implementation run metrics
[status]
status = "complete, no violations"

[cells_and_area]
drive_gt1_share_pct = 7.00
comb_area_um2 = 17200
clock_buffer_count = 0
nFillCells = 3523
ff_count = 0
syn_to_final_growth_pct = 5.55
final_cell_count_no_fill = 2988
post-route-util_pct = 53.9
regArea_um2 = 0
design_area_um2 = 19300

[final_timing]
setup_viol = 0
setup-tns-final_ns = 0
slew_headroom_pct = 39.6
whs_ns = 53.18
grt_setup_unrepaired = "false"
final-hold-violation-count = 0
max_freq_ghz = 0.00858
tightest_slew_ns = 0.900
slew_viol_final = 0
min_period_ns = 116.55
finalClockPeriodUsage_pct = 90.3
fin_ws_ns = 12.45

[yosys]
synthTopCellsByCount = "ha_1 (293), inv_1 (218), nor2_1 (212)"
ys_seq_share_pct = 0
yosysUniqueCellTypes = 114
yosys_warnings = 1
yosysTopAreaCellShare_pct = 20.1
synth_area_um2 = 18300
yosys_area_um2 = 18300
yosys.area.top_type = "ha_1"
yosys_cells = 2500
syn_avg_cell_area_um2 = 7.31
top_cell = "ha_1"
synthCells = 2500
area_leaders = "ha_1 (20%), fa_1 (8.1%), xnor2_1 (5.8%)"

[critical_path]
endpoint_kind = "output port"
critPathMaxFanout = 28
cp-start-kind = "input pin"
crit_path_top_delay_cell = "or4_1"
slowest_delay_ns = 0.73
path_buffers = 19
critPathKind = "in -> out"
cp.required_ns = 103.20
arrival_ns = 90.75
critPathTopFamily = "AND-OR/OR-AND gates"

[global_routing]
grt-ovfl-total = 0
first_global_vias = 16359
antenna_found_initial = 1
grt_pass1_wl_um = 81300
grt_max_degree = 29
grt_use_total_pct = 27.1

[hold_path]
hold_path_class = "in -> out"

[detailed_routing]
routedWlPerCell_um = 16.3
drt_first_pass_iters = 5
drc = 0
wl_um = 48800
drtIter0Drc = 822
vias_per_cell = 5.90
route.antenna.diode_count = 0
route.antenna.remaining_nets = 0
vias = 17626

[clock_tree]
ctsHoldBuffers = 0
ctsResizeCount = 0
postCtsSetupRepairBufs = 0

[floorplanning]
rows = 69
die_h_um = 193
initial_utilization_pct = 51.1
io_pins = 44
die_w_um = 193
die_area_um2 = 37300
fp.coreArea_um2 = 35700

[place]
placed_area_um2 = 19300
dp_slack_ns = 12.97
place_hpwl_um = 41300
io_buffers = 44
place.detailed.instances = 2988
globalplace.congestion = 0.976

[flow_run]
drv_cap = 0
tool_warnings = 32
worst paths after layout:
| path | start | to | slack [ns] | cells after the start |
|---|---|---|---|---|
| min | idx2[0] | valid | 53.18 | 9 |
| max | fw[0] | valid | 12.45 | 284 |
cells in the final DEF (no fill, tap or decap), types with 7 or more instances in the layout:
master / n
ha_1: 293
inv_1: 217
nor2_1: 212
a21oi_1: 209
nand2_1: 173
o21ai_0: 163
a21o_1: 132
xnor2_1: 120
xor2_1: 79
fa_1: 74
nand2b_1: 63
nand4_1: 56
nor3_1: 53
mux2_2: 53
clkdlybuf4s50_1: 44
nor2b_1: 42
nand3_1: 40
o21bai_1: 38
mux2i_1: 31
or2_2: 30
buf_4: 28
and2_1: 24
a31oi_1: 24
o21a_1: 17
and3_1: 15
o211ai_1: 15
a211oi_1: 15
nor4_1: 14
o31ai_1: 14
or3_1: 12
a211o_1: 12
o21ai_1: 10
a21boi_0: 10
o31a_1: 8
and4_1: 8
or4_1: 7
o22ai_1: 7
o221ai_1: 7
layer usage:
layer	vias to the layer above	track usage [%]	wire, µm
met5	-	0	12
met4	2	2.97	580
met3	46	1.24	1430
met2	281	45.1	22400
met1	8127	40.5	24300
li1	9170	-	-
final cells by class:
type	instances	share of cell area, %
Multi-Input combinational cell	2233	89.3
Inverter	222	4.33
Timing Repair Buffer	72	3.38
Tap cell	461	2.99
cell families after synthesis:
family / count (synthesis) / share of synthesized area (%)
adder cells (fa/ha/maj): 367 / 28.2
buffers and inverters: 267 / 5.74
XOR/XNOR: 200 / 9.67
AND/OR/NAND/NOR: 790 / 22.3
AND-OR/OR-AND: 783 / 28.5
multiplexers: 93 / 5.65
worst min-delay path, cell delays in order:
cell,delay (ns)
clkdlybuf4s50_1,0.40
inv_1,0.08
ha_1,0.23
inv_1,0.06
ha_1,0.18
a21oi_1,0.07
nand4_1,0.10
a2111oi_2,0.06
clkdlybuf4s50_1,0.40
