`design/flow/constraint.sdc`:
```
current_design adder

set clk_period 16.9
set clk_io_pct 0.2

create_clock -name clk0 -period $clk_period [get_ports {clk}]

set non_clock_inputs [all_inputs -no_clocks]
set_input_delay [expr $clk_period * $clk_io_pct] -clock clk0 $non_clock_inputs
set_output_delay [expr $clk_period * $clk_io_pct] -clock clk0 [all_outputs]
```
`design/flow/design.v`:
```
module adder(operand_1,operand_2,clk,Sum);
input [31:0] operand_1;
input [31:0] operand_2;
input [0:0] clk;
output [31:0] Sum;
reg [31:0] sum;
wire reset;
reg [7:0] exponent_1, exponent_2;
reg [23:0] mantissa_1, mantissa_2;
reg [7:0] new_exponent;
wire [7:0] exponent_final;
wire [23:0] mantissa_final;
reg [24:0] mantissa_sum;
reg [23:0] shifted_mantissa_1,shifted_mantissa_2;
wire [23:0] cas_shifted_mantissa_1,cas_shifted_mantissa_2;
wire [24:0] add_mantissa_sum;
reg [7:0] tmp_new_exponent;
wire [7:0] add_new_exponent;
wire [7:0] cas_new_exponent;
reg busy_1=0;
reg busy_2=0;
reg busy_3=0;
compandshift cas(mantissa_1,mantissa_2,exponent_1,exponent_2,clk,reset,cas_shifted_mantissa_1,cas_shifted_mantissa_2,cas_new_exponent,done_1);
addition add(shifted_mantissa_1,shifted_mantissa_2,tmp_new_exponent,clk,reset,add_mantissa_sum,add_new_exponent,done_2); 
normalisation normalise(mantissa_sum,new_exponent,clk,reset,mantissa_final,exponent_final,done_3);
always @(posedge clk)
begin
    if(busy_1==0)
    begin
        exponent_1<=operand_1[30:23];
        exponent_2<=operand_2[30:23];
        mantissa_1<={1'b1,operand_1[22:0]};
        mantissa_2<={1'b1,operand_2[22:0]};
        busy_1<=1;    
    end
    else if (done_1==1 && busy_2==0)
    begin
        shifted_mantissa_1<=cas_shifted_mantissa_1;
        shifted_mantissa_2<=cas_shifted_mantissa_2;
        tmp_new_exponent<=cas_new_exponent;
        busy_1<=0;
        busy_2<=1;
    end
    else if(done_2==1 && busy_3==0)
    begin
        mantissa_sum <= add_mantissa_sum;
        new_exponent <= add_new_exponent;
        busy_2<=0;
        busy_3<=1;
    end
    else if(done_3==1)
    begin
        sum<={operand_1[31],exponent_final,mantissa_final[22:0]};
        busy_3<=0;
    end
end
assign Sum = sum; 
endmodule
module compandshift(cas_mantissa_1,cas_mantissa_2,cas_exponent_1,cas_exponent_2,clk,reset,cas_shifted_mantissa_1,cas_shifted_mantissa_2,cas_new_exponent,done_1);
input [23:0] cas_mantissa_1, cas_mantissa_2;
input [7:0] cas_exponent_1, cas_exponent_2;
input clk,reset;
output reg [23:0] cas_shifted_mantissa_1,cas_shifted_mantissa_2;
output reg [7:0] cas_new_exponent;
output reg done_1=0;
reg [7:0] diff; 
always @(posedge clk)
begin
    if(cas_exponent_1 == cas_exponent_2)
    begin
        cas_shifted_mantissa_1<=cas_mantissa_1;
        cas_shifted_mantissa_2<=cas_mantissa_2;
        cas_new_exponent<=cas_exponent_1+1'b1;
        done_1<=1;
    end
    else if(cas_exponent_1>cas_exponent_2)
    begin
        diff=cas_exponent_1-cas_exponent_2;
        cas_shifted_mantissa_1<=cas_mantissa_1;
        cas_shifted_mantissa_2<=(cas_mantissa_2>>diff);
        cas_new_exponent<=cas_exponent_1+1'b1;
        done_1<=1;
    end
    else if(cas_exponent_2>cas_exponent_1)
    begin
        diff=cas_exponent_2-cas_exponent_1;
        cas_shifted_mantissa_2<=cas_mantissa_2;
        cas_shifted_mantissa_1<=(cas_mantissa_1>>diff);
        cas_new_exponent<=cas_exponent_2+1'b1;
        done_1<=1;
    end
end
endmodule
module addition(shifted_mantissa_1,shifted_mantissa_2,tmp_new_exponent,clk,reset,mantissa_sum,add_new_exponent,done_2);
input [23:0] shifted_mantissa_1;
input [23:0] shifted_mantissa_2;
input [7:0] tmp_new_exponent;
input clk,reset;
output reg [24:0] mantissa_sum;
output reg done_2=0;
output reg [7:0] add_new_exponent;
always @(posedge clk)
begin
    mantissa_sum<=shifted_mantissa_1+shifted_mantissa_2;
    add_new_exponent<=tmp_new_exponent;
    if(mantissa_sum==(shifted_mantissa_1+shifted_mantissa_2))
    begin
        done_2<=1;
    end
end 
endmodule
module normalisation(mantissa_sum,new_exponent,clk,reset,mantissa_final,exponent_final,done_3);
input [24:0] mantissa_sum;
input [7:0] new_exponent;
input clk,reset;
output reg [23:0] mantissa_final;
output reg [7:0] exponent_final;
output reg done_3=0;
reg rst=0;
always @(posedge clk)
begin
    if(rst==0)
    begin
        mantissa_final<=mantissa_sum[24:1];
        exponent_final<=new_exponent;
        if(mantissa_final==mantissa_sum[24:1])
        begin
            rst<=1;
        end
    end
    else begin
        repeat(24) begin
            if(mantissa_final[23]==0)
            begin
                mantissa_final<=(mantissa_final<<1'b1);
                exponent_final<=exponent_final-1'b1;
            end
            else begin
                done_3<=1;
                rst<=0;
            end
        end
    end
end
endmodule
```
`design/flow/config.mk`:
```
export PLATFORM = sky130hd
export DESIGN_NAME = adder
export DESIGN_NICKNAME = adder
export VERILOG_FILES = /design/flow/design.v
export SDC_FILE = /design/flow/constraint.sdc
export NUM_CORES = 4
export LEC_CHECK = 1
export CORE_UTILIZATION = 50
```
`design/flow/run.sh`:
```
#!/bin/bash
# OpenROAD 26Q1-2900-gdf79404cd8, Yosys 0.63+post, stock flow scripts
make -C /OpenROAD-flow-scripts/flow DESIGN_CONFIG=/design/flow/config.mk WORK_HOME=/design/flow/orfs finish
```
==> impl_metrics.xml <==
<?xml version="1.0" encoding="UTF-8"?>
<metrics>
  <group name="synth">
    <metric name="synth_area" unit="µm²">14720</metric>
    <metric name="postSynthCellCount" unit="">1130</metric>
    <metric name="yosys_most_used_dff" unit="">edfxtp_1</metric>
    <metric name="yosys_warnings" unit="">7</metric>
    <metric name="yosysSeqAreaShare" unit="%">60.72</metric>
    <metric name="async_flop_share" unit="%">0</metric>
    <metric name="synth.yosys.chip_area" unit="µm²">14720</metric>
    <metric name="synth_cell_types" unit="">89</metric>
    <metric name="edf_count" unit="">273</metric>
    <metric name="syn_avg_cell_area" unit="µm²">13.03</metric>
    <metric name="ys_cells" unit="">1130</metric>
    <metric name="ys_seq_elements" unit="">310</metric>
  </group>
  <group name="setup_path">
    <metric name="cpMostUsedCell" unit="">mux2_2</metric>
    <metric name="crit_slowest_cell" unit="">mux2_2</metric>
    <metric name="cp.arrival" unit="ns">4.95</metric>
    <metric name="worst_setup_path_end_kind" unit="">flop</metric>
    <metric name="critical_path.startpoint_type" unit="">flop</metric>
    <metric name="timing.critical_path.slowest_cell_delay" unit="ns">0.68</metric>
    <metric name="list_of_cells_traversed_by_the_critical_path" unit="">ha_1 &gt; fa_1 &gt; nand3b_1 &gt; a21oi_1 &gt; o21a_2 &gt; buf_4 &gt; mux2_2 &gt; mux2_2 &gt; mux2i_1 &gt; o41a_1 &gt; nor2_1 &gt; a22o_1</metric>
    <metric name="path_max_fanout" unit="">25</metric>
    <metric name="cp.required" unit="ns">17.08</metric>
    <metric name="crit_type" unit="">flop to flop</metric>
  </group>
  <group name="global_route">
    <metric name="grt.overflow.total" unit="">0</metric>
    <metric name="first_pass_grt_wire_length" unit="µm">46020</metric>
    <metric name="antenna_found_initial" unit="">0</metric>
    <metric name="grt_pass1_vias" unit="">8678</metric>
    <metric name="groute.usage.overall" unit="%">21.21</metric>
    <metric name="grt_start_max_net_pins" unit="">58</metric>
  </group>
  <group name="routing">
    <metric name="routed_via_density" unit="">5.338</metric>
    <metric name="postRouteWirelength" unit="µm">28290</metric>
    <metric name="topRoutingLayerUsed" unit="">met4</metric>
    <metric name="routed-via-count" unit="">8755</metric>
    <metric name="detail_route.drc_violations" unit="">0</metric>
    <metric name="wl_per_cell" unit="µm">17.25</metric>
    <metric name="n_diodes" unit="">0</metric>
    <metric name="detailed_router_s_first_iteration_violation_count" unit="">431</metric>
    <metric name="m1WireLength" unit="µm">12910</metric>
    <metric name="first_pass_iters" unit="">5</metric>
    <metric name="met2_wirelength" unit="µm">12980</metric>
    <metric name="wl_met3" unit="µm">1417</metric>
    <metric name="detail-route-antenna-nets" unit="">0</metric>
  </group>
  <group name="clock_network">
    <metric name="clockRootBuffer" unit="">clkbuf_16</metric>
    <metric name="worst_setup_hold_path_clk_slew" unit="ns">0.05</metric>
    <metric name="clockBufferDepth" unit="">3</metric>
    <metric name="clock.latency.late_pin" unit="ns">0.44</metric>
    <metric name="cts_resized" unit="">0</metric>
    <metric name="h-tree-depth" unit="">2</metric>
    <metric name="cts_hold_repair.buffers" unit="">0</metric>
    <metric name="cts_setup_buffers" unit="">0</metric>
    <metric name="cts.sink_count" unit="">310</metric>
    <metric name="cts_buffers" unit="">35</metric>
    <metric name="cts_tree" unit="">done</metric>
  </group>
  <group name="power_and_ir_drop">
    <metric name="peak_supply_drop" unit="µV">81.96</metric>
    <metric name="final_power" unit="µW">1712</metric>
    <metric name="clock_power_share" unit="%">36.9</metric>
    <metric name="power.combinational.fraction" unit="%">11.2</metric>
    <metric name="internal_power" unit="µW">1395</metric>
    <metric name="power.share.sequential" unit="%">51.9</metric>
    <metric name="total_leakage_power" unit="µW">0.006267</metric>
    <metric name="p_sw_share" unit="%">18.50</metric>
    <metric name="power_density" unit="nW/µm²">99.60</metric>
    <metric name="total_switching_power" unit="µW">316.8</metric>
  </group>
  <group name="timing">
    <metric name="relSlewSlack" unit="%">48.59</metric>
    <metric name="final_hold_viol_count" unit="">0</metric>
    <metric name="setup_viol" unit="">0</metric>
    <metric name="min_period" unit="ns">4.771</metric>
    <metric name="clock.fmax" unit="MHz">209.6</metric>
    <metric name="rsz0062_at_grt" unit="">no</metric>
    <metric name="final_min_period_over_clock_period" unit="%">28.23</metric>
    <metric name="timing_worst_slew_pin_value" unit="ns">0.7682</metric>
    <metric name="worst_hold_slack" unit="ns">0.3373</metric>
    <metric name="maxSlewViolCount" unit="">0</metric>
    <metric name="skew" unit="ns">0.006540</metric>
    <metric name="fin_tns_setup" unit="ns">0</metric>
  </group>
  <group name="status">
    <metric name="run_status" unit="">complete, no violations</metric>
  </group>
  <group name="run">
    <metric name="timing.max_cap.violations" unit="">0</metric>
    <metric name="log.warning_count" unit="">449</metric>
  </group>
  <group name="die">
    <metric name="placementRows" unit="">62</metric>
    <metric name="chipArea" unit="µm²">30130</metric>
    <metric name="die.size.x" unit="µm">173.6</metric>
    <metric name="fp-utilization" unit="%">51.01</metric>
    <metric name="ios" unit="">97</metric>
    <metric name="die_height" unit="µm">173.6</metric>
    <metric name="core_area" unit="µm²">28860</metric>
  </group>
  <group name="layout">
    <metric name="final_layout_size_suffix_gt1_share" unit="%">10.99</metric>
    <metric name="final_design_area_no_fill" unit="µm²">17190</metric>
    <metric name="n_fill_cell" unit="">2250</metric>
    <metric name="area_growth_syn_to_layout" unit="%">16.78</metric>
    <metric name="mostFrequentLayoutCell" unit="">edfxtp_1</metric>
    <metric name="most-common-layout-cells" unit="">273 x edfxtp_1, 106 x nand2_1, 95 x clkdlybuf4s50_1</metric>
  </group>
  <group name="placed_design">
    <metric name="gp_congestion" unit="">0.8983</metric>
    <metric name="port-buffer-count" unit="">95</metric>
    <metric name="postPlaceCellArea" unit="µm²">16060</metric>
    <metric name="post-dp-hpwl" unit="µm">21080</metric>
  </group>
  <group name="worst_hold_path">
    <metric name="hold_class" unit="">flop to flop</metric>
  </group>
</metrics>
==> kinds of logic (layout without fill, tap and decap cells) <==
| logic type | after synthesis | in the layout | synth area share [%] |
|---|---|---|---|
| buffers and inverters | 107 | 232 | 3.179 |
| adder cells (fa/ha/maj) | 46 | 46 | 4.063 |
| AND-OR/OR-AND | 227 | 227 | 10.48 |
| other | 1 | 2 | 0.02547 |
| multiplexers | 60 | 60 | 6.204 |
| flip-flops | 310 | 310 | 60.72 |
| AND/OR/NAND/NOR | 289 | 289 | 9.528 |
| XOR/XNOR | 90 | 90 | 5.805 |
==> critical path, delay by kind of cell (launching register included) <==
kind,cells,cell delay (ns)
AND/OR/NAND/NOR,2,0.25
buffers and inverters,1,0.45
AND-OR/OR-AND,4,1.04
flip-flops,1,0.45
multiplexers,3,1.61
adder cells (fa/ha/maj),2,0.71
==> final timing paths <==
| path | startpoint | end | slack [ns] | cells after the start |
|---|---|---|---|---|
| max reg2reg | exponent_2[0]$_DFFE_PN_ | cas.cas_shifted_mantissa_1[2]$_DFFE_PP_ | 12.13 | 12 |
| max | exponent_2[0]$_DFFE_PN_ | cas.cas_shifted_mantissa_1[2]$_DFFE_PP_ | 12.13 | 12 |
| min | tmp_new_exponent[6]$_DFFE_PP_ | add.add_new_exponent[6]$_DFF_P_ | 0.34 | 0 |
| min reg2reg | tmp_new_exponent[6]$_DFFE_PP_ | add.add_new_exponent[6]$_DFF_P_ | 0.34 | 0 |
==> final cells by class <==
type | instances | area [µm²] | share of cell area, %
Clock buffer | 44 | 939.7 | 5.466
Clock inverter | 19 | 188.9 | 1.099
Inverter | 57 | 214.0 | 1.245
Multi-Input combinational cell | 714 | 5351 | 31.13
Sequential cell | 310 | 8939 | 51.99
Tap cell | 384 | 480.5 | 2.795
Timing Repair Buffer | 112 | 1079 | 6.274
==> power by group through the flow <==
stage                 Clock, µW  Combinational [µW]  Sequential [µW]
after CTS                   749                 192              888
after global routing        779                 210              891
final                       632                 191              889
==> flip-flops by register name (all words and copies together), names as in the netlist, 8 cells and up <==
| name | flops |
|---|---|
| cas.cas_new_exponent | 8 |
| exponent_2 | 8 |
| mantissa_1 | 23 |
| shifted_mantissa_2 | 24 |
| new_exponent | 8 |
| add.mantissa_sum | 25 |
| normalise.mantissa_final | 24 |
| exponent_1 | 8 |
| mantissa_sum | 24 |
| mantissa_2 | 23 |
| cas.cas_shifted_mantissa_2 | 24 |
| shifted_mantissa_1 | 24 |
| add.add_new_exponent | 8 |
| tmp_new_exponent | 8 |
| normalise.exponent_final | 8 |
| sum | 32 |
| cas.cas_shifted_mantissa_1 | 24 |
==> cell usage after synthesis, drive strengths merged (3+ instances only) <==
library cell / count / area (µm²)
a22o: 23 / 201.4
o31ai: 9 / 67.56
fa: 3 / 60.06
and3: 6 / 37.54
o21a: 3 / 22.52
a21oi: 49 / 249.0
nor4: 6 / 43.79
nor3b: 5 / 37.54
nand4b: 3 / 26.28
inv: 57 / 214.0
clkbuf: 29 / 113.9
a2111oi: 7 / 80.08
o211ai: 8 / 73.82
ha: 43 / 538.0
buf: 21 / 140.1
o21ai: 64 / 324.1
nor2: 57 / 214.0
o2111ai: 3 / 26.28
nand2: 108 / 407.9
mux2: 10 / 112.6
a211oi: 4 / 30.03
nor3: 15 / 75.07
xnor2: 54 / 473.0
a31oi: 15 / 93.84
nor2b: 10 / 62.56
o22ai: 10 / 62.56
nand2b: 10 / 62.56
xnor3: 4 / 93.84
dfxtp: 37 / 740.7
mux4: 24 / 540.5
or2: 6 / 37.54
o311a: 3 / 30.03
a21o: 3 / 22.52
xor2: 32 / 287.8
nand3: 28 / 140.1
nand4: 17 / 106.4
mux2i: 26 / 260.3
and2: 5 / 33.78
o21bai: 4 / 33.78
edfxtp: 273 / 8198
==> through the flow <==
step,instances,setup slack (ns),utilization (%)
4_1_cts,1640,12.12,59.57
2_1_floorplan,1131,12.72,-
3_3_place_gp,1577,12.17,55.66
5_1_grt,1640,11.85,59.57
3_5_place_dp,1577,12.15,55.66
6_report,1640,12.13,59.57
==> metal layers <==
metal  global-route usage (%)  up-vias
li1                         -     4435
met1                    36.18     4033
met2                    31.26      234
met3                    4.004       53
met4                    6.067        0
met5                        0        -
Power figures rest on the tool's default switching activity, not on a simulated workload.
