<file path="/design/flow/config.mk">
export PLATFORM = sky130hd
export DESIGN_NAME = MUX64to1
export DESIGN_NICKNAME = MUX64to1
export VERILOG_FILES = /design/flow/design.v
export SDC_FILE = /design/flow/constraint.sdc
export NUM_CORES = 4
export LEC_CHECK = 1
export CORE_AREA = 10 10 208 208
export DIE_AREA = 0 0 218 218
</file>
<file path="/design/flow/constraint.sdc">
current_design MUX64to1

set clk_period 10.3
set clk_io_pct 0.2

create_clock -name clk0 -period $clk_period

set non_clock_inputs [all_inputs -no_clocks]
set_input_delay [expr $clk_period * $clk_io_pct] -clock clk0 $non_clock_inputs
set_output_delay [expr $clk_period * $clk_io_pct] -clock clk0 [all_outputs]
</file>
<file path="/design/flow/design.v">
module MUX2to1 #(
    parameter WORD_WIDTH = 8
) (
    input [WORD_WIDTH-1:0] in_w0, in_w1,
    input [0:0] sel,
    output [WORD_WIDTH-1:0] out_w
);
reg [WORD_WIDTH-1:0] out_r;
assign out_w = out_r;
always @(in_w0 or in_w1 or sel) begin
    case (sel)
        1'd0: out_r <= in_w0;
        1'd1: out_r <= in_w1;
        default: out_r <= in_w1;
    endcase
end
endmodule
module MUX4to1 #(
    parameter WORD_WIDTH = 8
) (
    input [WORD_WIDTH-1:0] in_w0, in_w1, in_w2, in_w3,
    input [1:0] sel,
    output [WORD_WIDTH-1:0] out_w
);
reg [WORD_WIDTH-1:0] out_r;
assign out_w = out_r;
always @(in_w0 or in_w1 or in_w2 or in_w3 or sel) begin
    case (sel)
        2'd0: out_r <= in_w0;
        2'd1: out_r <= in_w1;
        2'd2: out_r <= in_w2;
        2'd3: out_r <= in_w3;
        default: out_r <= in_w3;
    endcase
end
endmodule
module MUX8to1 #(
    parameter WORD_WIDTH = 8
) (
    input [WORD_WIDTH-1:0] in_w0, in_w1, in_w2, in_w3, in_w4, in_w5, in_w6, in_w7,
    input [2:0] sel,
    output [WORD_WIDTH-1:0] out_w
);
reg [WORD_WIDTH-1:0] out_r;
assign out_w = out_r;
always @(in_w0 or in_w1 or in_w2 or in_w3 or in_w4 or in_w5 or in_w6 or in_w7 or sel) begin
    case (sel)
        3'd0: out_r <= in_w0;
        3'd1: out_r <= in_w1;
        3'd2: out_r <= in_w2;
        3'd3: out_r <= in_w3;
        3'd4: out_r <= in_w4;
        3'd5: out_r <= in_w5;
        3'd6: out_r <= in_w6;
        3'd7: out_r <= in_w7;
        default: out_r <= in_w7;
    endcase
end
endmodule
module MUX16to1 #(
    parameter WORD_WIDTH = 8
) (
    input [WORD_WIDTH-1:0] in_w0, in_w1, in_w2, in_w3, in_w4, in_w5, in_w6, in_w7, in_w8, in_w9, in_w10, in_w11, in_w12, in_w13, in_w14, in_w15,
    input [3:0] sel,
    output [WORD_WIDTH-1:0] out_w
);
reg [WORD_WIDTH-1:0] out_r;
assign out_w = out_r;
always @(in_w0 or in_w1 or in_w2 or in_w3 or in_w4 or in_w5 or in_w6 or in_w7 or in_w8 or in_w9 or in_w10 or in_w11 or in_w12 or in_w13 or in_w14 or in_w15 or sel) begin
    case (sel)
        4'd0: out_r <= in_w0;
        4'd1: out_r <= in_w1;
        4'd2: out_r <= in_w2;
        4'd3: out_r <= in_w3;
        4'd4: out_r <= in_w4;
        4'd5: out_r <= in_w5;
        4'd6: out_r <= in_w6;
        4'd7: out_r <= in_w7;
        4'd8: out_r <= in_w8;
        4'd9: out_r <= in_w9;
        4'd10: out_r <= in_w10;
        4'd11: out_r <= in_w11;
        4'd12: out_r <= in_w12;
        4'd13: out_r <= in_w13;
        4'd14: out_r <= in_w14;
        4'd15: out_r <= in_w15;
        default: out_r <= in_w15;
    endcase
end
endmodule
module MUX32to1 #(
    parameter WORD_WIDTH = 8
) (
    input [WORD_WIDTH-1:0] in_w0, in_w1, in_w2, in_w3, in_w4, in_w5, in_w6, in_w7, in_w8, in_w9, in_w10, in_w11, in_w12, in_w13, in_w14, in_w15, in_w16, in_w17, in_w18, in_w19, in_w20, in_w21, in_w22, in_w23, in_w24, in_w25, in_w26, in_w27, in_w28, in_w29, in_w30, in_w31,
    input [4:0] sel,
    output [WORD_WIDTH-1:0] out_w
);
reg [WORD_WIDTH-1:0] out_r;
assign out_w = out_r;
always @(in_w0 or in_w1 or in_w2 or in_w3 or in_w4 or in_w5 or in_w6 or in_w7 or in_w8 or in_w9 or in_w10 or in_w11 or in_w12 or in_w13 or in_w14 or in_w15 or in_w16 or in_w17 or in_w18 or in_w19 or in_w20 or in_w21 or in_w22 or in_w23 or in_w24 or in_w25 or in_w26 or in_w27 or in_w28 or in_w29 or in_w30 or in_w31 or sel) begin
    case (sel)
        5'd0: out_r <= in_w0;
        5'd1: out_r <= in_w1;
        5'd2: out_r <= in_w2;
        5'd3: out_r <= in_w3;
        5'd4: out_r <= in_w4;
        5'd5: out_r <= in_w5;
        5'd6: out_r <= in_w6;
        5'd7: out_r <= in_w7;
        5'd8: out_r <= in_w8;
        5'd9: out_r <= in_w9;
        5'd10: out_r <= in_w10;
        5'd11: out_r <= in_w11;
        5'd12: out_r <= in_w12;
        5'd13: out_r <= in_w13;
        5'd14: out_r <= in_w14;
        5'd15: out_r <= in_w15;
        5'd16: out_r <= in_w16;
        5'd17: out_r <= in_w17;
        5'd18: out_r <= in_w18;
        5'd19: out_r <= in_w19;
        5'd20: out_r <= in_w20;
        5'd21: out_r <= in_w21;
        5'd22: out_r <= in_w22;
        5'd23: out_r <= in_w23;
        5'd24: out_r <= in_w24;
        5'd25: out_r <= in_w25;
        5'd26: out_r <= in_w26;
        5'd27: out_r <= in_w27;
        5'd28: out_r <= in_w28;
        5'd29: out_r <= in_w29;
        5'd30: out_r <= in_w30;
        5'd31: out_r <= in_w31;
        default: out_r <= in_w31;
    endcase
end
endmodule
module MUX64to1 #(
    parameter WORD_WIDTH = 8
) (
    input [WORD_WIDTH-1:0] in_w0, in_w1, in_w2, in_w3, in_w4, in_w5, in_w6, in_w7, in_w8, in_w9, in_w10, in_w11, in_w12, in_w13, in_w14, in_w15, in_w16, in_w17, in_w18, in_w19, in_w20, in_w21, in_w22, in_w23, in_w24, in_w25, in_w26, in_w27, in_w28, in_w29, in_w30, in_w31, in_w32, in_w33, in_w34, in_w35, in_w36, in_w37, in_w38, in_w39, in_w40, in_w41, in_w42, in_w43, in_w44, in_w45, in_w46, in_w47, in_w48, in_w49, in_w50, in_w51, in_w52, in_w53, in_w54, in_w55, in_w56, in_w57, in_w58, in_w59, in_w60, in_w61, in_w62, in_w63,
    input [5:0] sel,
    output [WORD_WIDTH-1:0] out_w
);
reg [WORD_WIDTH-1:0] out_r;
assign out_w = out_r;
always @(in_w0 or in_w1 or in_w2 or in_w3 or in_w4 or in_w5 or in_w6 or in_w7 or in_w8 or in_w9 or in_w10 or in_w11 or in_w12 or in_w13 or in_w14 or in_w15 or in_w16 or in_w17 or in_w18 or in_w19 or in_w20 or in_w21 or in_w22 or in_w23 or in_w24 or in_w25 or in_w26 or in_w27 or in_w28 or in_w29 or in_w30 or in_w31 or in_w32 or in_w33 or in_w34 or in_w35 or in_w36 or in_w37 or in_w38 or in_w39 or in_w40 or in_w41 or in_w42 or in_w43 or in_w44 or in_w45 or in_w46 or in_w47 or in_w48 or in_w49 or in_w50 or in_w51 or in_w52 or in_w53 or in_w54 or in_w55 or in_w56 or in_w57 or in_w58 or in_w59 or in_w60 or in_w61 or in_w62 or in_w63 or sel) begin
    case (sel)
        6'd0: out_r <= in_w0;
        6'd1: out_r <= in_w1;
        6'd2: out_r <= in_w2;
        6'd3: out_r <= in_w3;
        6'd4: out_r <= in_w4;
        6'd5: out_r <= in_w5;
        6'd6: out_r <= in_w6;
        6'd7: out_r <= in_w7;
        6'd8: out_r <= in_w8;
        6'd9: out_r <= in_w9;
        6'd10: out_r <= in_w10;
        6'd11: out_r <= in_w11;
        6'd12: out_r <= in_w12;
        6'd13: out_r <= in_w13;
        6'd14: out_r <= in_w14;
        6'd15: out_r <= in_w15;
        6'd16: out_r <= in_w16;
        6'd17: out_r <= in_w17;
        6'd18: out_r <= in_w18;
        6'd19: out_r <= in_w19;
        6'd20: out_r <= in_w20;
        6'd21: out_r <= in_w21;
        6'd22: out_r <= in_w22;
        6'd23: out_r <= in_w23;
        6'd24: out_r <= in_w24;
        6'd25: out_r <= in_w25;
        6'd26: out_r <= in_w26;
        6'd27: out_r <= in_w27;
        6'd28: out_r <= in_w28;
        6'd29: out_r <= in_w29;
        6'd30: out_r <= in_w30;
        6'd31: out_r <= in_w31;
        6'd32: out_r <= in_w32;
        6'd33: out_r <= in_w33;
        6'd34: out_r <= in_w34;
        6'd35: out_r <= in_w35;
        6'd36: out_r <= in_w36;
        6'd37: out_r <= in_w37;
        6'd38: out_r <= in_w38;
        6'd39: out_r <= in_w39;
        6'd40: out_r <= in_w40;
        6'd41: out_r <= in_w41;
        6'd42: out_r <= in_w42;
        6'd43: out_r <= in_w43;
        6'd44: out_r <= in_w44;
        6'd45: out_r <= in_w45;
        6'd46: out_r <= in_w46;
        6'd47: out_r <= in_w47;
        6'd48: out_r <= in_w48;
        6'd49: out_r <= in_w49;
        6'd50: out_r <= in_w50;
        6'd51: out_r <= in_w51;
        6'd52: out_r <= in_w52;
        6'd53: out_r <= in_w53;
        6'd54: out_r <= in_w54;
        6'd55: out_r <= in_w55;
        6'd56: out_r <= in_w56;
        6'd57: out_r <= in_w57;
        6'd58: out_r <= in_w58;
        6'd59: out_r <= in_w59;
        6'd60: out_r <= in_w60;
        6'd61: out_r <= in_w61;
        6'd62: out_r <= in_w62;
        6'd63: out_r <= in_w63;
        default: out_r <= in_w63;
    endcase
end
endmodule
module LeadingOneDetector4 (
    input  [3:0] mask,
    output [1:0] out_w
);
reg [1:0] out_w_reg;
assign out_w = out_w_reg;
always @(mask) begin
    case (mask)
        4'd0:  out_w_reg <= 0;   
        4'd1:  out_w_reg <= 0;   
        4'd2:  out_w_reg <= 1;   
        4'd3:  out_w_reg <= 1;   
        4'd4:  out_w_reg <= 2;   
        4'd5:  out_w_reg <= 2;   
        4'd6:  out_w_reg <= 2;   
        4'd7:  out_w_reg <= 2;   
        4'd8:  out_w_reg <= 3;   
        4'd9:  out_w_reg <= 3;   
        4'd10: out_w_reg <= 3;   
        4'd11: out_w_reg <= 3;   
        4'd12: out_w_reg <= 3;   
        4'd13: out_w_reg <= 3;   
        4'd14: out_w_reg <= 3;   
        4'd15: out_w_reg <= 3;   
        default: out_w_reg <= 0;
    endcase
end
endmodule
module RowCompressor #(
    parameter WORD_WIDTH = 8,
    parameter MAX_R_SIZE = 4,
    parameter R_DIST_WIDTH = 2
) (
    input [WORD_WIDTH*MAX_R_SIZE-1:0] data_in,
    output [WORD_WIDTH-1:0] data_out
);
wire [MAX_R_SIZE-1:0] mask;
genvar riter_gvar;
generate
    for (riter_gvar = 0; riter_gvar < MAX_R_SIZE; riter_gvar = riter_gvar+1) begin
        assign mask[riter_gvar] = (data_in[WORD_WIDTH*(riter_gvar+1)-1:WORD_WIDTH*riter_gvar] == 0) ? 1'b0 : 1'b1;
    end
endgenerate
wire [1:0] sel;
LeadingOneDetector4 lod4_unit (.mask(mask), .out_w(sel));
wire [WORD_WIDTH-1:0] out_w;
MUX4to1 #(
    .WORD_WIDTH(WORD_WIDTH)
) mux_unit (
    .in_w0(data_in[WORD_WIDTH-1:0]), .in_w1(data_in[WORD_WIDTH*2-1:WORD_WIDTH]),
    .in_w2(data_in[WORD_WIDTH*3-1:WORD_WIDTH*2]), .in_w3(data_in[WORD_WIDTH*4-1:WORD_WIDTH*3]),
    .sel(sel),
    .out_w(out_w)
);
assign data_out = out_w;
endmodule
</file>
<file path="/design/flow/run.sh">
#!/bin/bash
# OpenROAD 26Q1-2900-gdf79404cd8, Yosys 0.63+post, stock flow scripts
make -C /OpenROAD-flow-scripts/flow DESIGN_CONFIG=/design/flow/config.mk WORK_HOME=/design/flow/orfs finish
</file>
==> results.yml <==
# generated from flow reports
floorplanning:
  fp.dieArea_um2: 47500
  coreArea_um2: 38700
  ios: 526
  die-width_um: 218
  dieHeight_um: 218
  initial_utilization_pct: 10.1
  placement_rows: 72
job:
  warning_count: 32
  max_cap_viol_count: 0
yosys:
  syn-cell-area_um2: 3900
  yosys.stat.chipArea_um2: 3900
  synthesis.area_per_instance_um2: 6.52
  synth.yosys.warnings: 1
  synth_top_area_cells: "sky130_fd_sc_hd__a32oi_1 (19%), sky130_fd_sc_hd__a22oi_1 (13%), sky130_fd_sc_hd__nand3_1 (9.1%), sky130_fd_sc_hd__nand4_1 (6.7%), sky130_fd_sc_hd__clkbuf_1 (4.8%)"
  common_cells: "sky130_fd_sc_hd__a32oi_1 (84), sky130_fd_sc_hd__nand3_1 (71), sky130_fd_sc_hd__a22oi_1 (67), sky130_fd_sc_hd__clkbuf_1 (50), sky130_fd_sc_hd__nand4_1 (42)"
  ys_seq_share_pct: 0
  syn_inst: 598
  top_area_cell: "sky130_fd_sc_hd__a32oi_1"
  synth_top_cell_by_count: "sky130_fd_sc_hd__a32oi_1"
  top_area_share_pct: 18.9
  yosys-stat-cells: 598
  number_of_different_library_cells_in_the_post_synthesis_netlist: 46
sta:
  timing_worst_slew_pin_value_ns: 1.12
  fin_crit_ns: 8.26
  finalSetupViolCount: 0
  grt_setup_unrepaired: "no"
  finalSetupTns_ns: 0
  max_clock_freq_mhz: 121
  period_used_pct: 80.2
  max-slew-margin-rel_pct: 24.6
  final-hold-violation-count: 0
  finalMaxSlewViolations: 0
place:
  dp_hpwl_um: 56300
  final_wtd_congestion: 1.07
  io_buffer_count: 526
global_route:
  globalRouteOverflowTotal: 0
  grt_pass1_vias: 9221
  largest_net_degree_at_the_start_of_global_routing: 53
  wire_length_of_the_first_global_routing_pass_um: 85900
  global_route.usage.total_pct: 26.8
  initial_antenna_violation_count: 33
route:
  post_drt_wl_per_cell_um: 40.7
  final_antenna_net_count: 0
  dr.max_layer_used: "met5"
  routed-wl-met3_um: 7340
  wl_met2_um: 31800
  first_pass_detailed_route_iteration_total: 5
  route.final.wire_length_um: 66600
  num_vias: 8716
  wl_met1_um: 25100
  drt_iter0_markers: 824
  viasPerCell: 5.33
  drc_errors: 0
status:
  outcome: "completed"
final_layout:
  area_added_between_synthesis_and_finish_pct: 158
  post-route-util_pct: 26.0
  num-clock-buffers: 0
  final_layout_size_suffix_gt1_share_pct: 6.73
  flop_area_um2: 0
  n_sequential_cell: 0
worst_setup_path:
  critPathCaptureType: "output port"
  worst-path-max-fanout: 21
  critical_path_class: "primary input to output port"
  worst-endpoint-arrival_ns: 6.20
  critPathLaunchType: "primary input"
  worst_ep_required_time_ns: 8.24
clock_network:
  cts_resized: 0
  cts_hold_repair.buffers: 0
  post-cts-setup-buffers: 0
worst_hold_path:
  worstHoldPathType: "primary input to output port"
  min_delay_path_depth: 4
pwr:
  worst_ir_drop_vdd_v: 0.0000161
  p_leak_nw: 3.52
  power.density_cell_area_nw_per_um2: 36.1
  design_power_total_uw: 363
==> cell usage in the layout (no fill, tap or decap), drive strengths merged, types with 9 or more instances in the layout <==
cell	n
clkdlybuf4s50	525
a32oi	84
nand3	71
a22oi	67
buf	51
nand4	42
nor2	33
nand2	26
and3	21
and2	18
diode	17
a22o	17
mux2i	12
a31oi	12
a21oi	11
nor4	11
nor3	9
a32o	9
==> cells by family after synthesis <==
| group | Yosys count | synth area share (%) |
|---|---|---|
| AND-OR/OR-AND | 230 | 47.4 |
| multiplexers | 19 | 5.10 |
| buffers and inverters | 77 | 8.02 |
| AND/OR/NAND/NOR | 272 | 39.5 |
==> per-stage QoR <==
stage | area, µm² | setup WS, ns | hold slack [ns] | std cells
floorplan | 3900 | 4.07 | 4.20 | 598
global placement | 10000 | 2.18 | 5.14 | 1618
detailed placement | 10000 | 2.17 | 5.13 | 1618
CTS | 10000 | 2.16 | 5.14 | 1618
global route | 10000 | 2.01 | 5.17 | 1631
finish | 10100 | 2.04 | 5.14 | 1635
==> metal layers <==
layer | up-vias | track usage (%)
met5 | - | 0
met4 | 30 | 9.12
met3 | 144 | 9.54
met2 | 700 | 44.1
met1 | 4233 | 31.6
li1 | 3609 | -
==> worst paths after layout <==
kind | startpoint | end | slack [ns]
worst max-delay path | sel[3] | out_w[5] | 2.04
worst min-delay path | in_w0[7] | out_w[7] | 5.14
==> area by class of cell <==
type	count	area (µm²)
antenna	17	42.5
fill	4247	28700
inverter	3	11.3
multi-input combinational	521	3720
tap	518	648
timing repair buffer	576	5640
==> worst max-delay path, cell delays in order <==
cell and delay (ns):
sky130_fd_sc_hd__clkdlybuf4s50_1 0.73, sky130_fd_sc_hd__buf_4 0.39, sky130_fd_sc_hd__and4b_1 0.84, sky130_fd_sc_hd__and2_0 0.73, sky130_fd_sc_hd__a22oi_1 0.17, sky130_fd_sc_hd__nand4_1 0.15, sky130_fd_sc_hd__nor4_1 0.08, sky130_fd_sc_hd__a31oi_1 0.45
sky130_fd_sc_hd__clkdlybuf4s50_1 0.58
==> where the power goes <==
part           internal, mW  switching (mW)   total (mW)
combinational         0.220           0.143        0.363
clock           0.000000222               0  0.000000223
sequential                0               0            0
total                 0.220           0.143        0.363
Power is estimated from default activity; no workload was simulated.
