--- flow/design.v ---
module FpInvSqrt (
    input             clk,
    input      [26:0] iA,
    output     [26:0] oInvSqrt
);
    wire        A_s;
    wire [7:0]  A_e;
    wire [17:0] A_f;
    assign A_s = iA[26];
    assign A_e = iA[25:18];
    assign A_f = iA[17:0];
    wire [26:0] y_1, y_1_out, half_iA_1;
    assign y_1 = 27'd49920718 - (iA>>1);
    assign half_iA_1 = {A_s, A_e-8'd1,A_f};
    FpMul s1_mult ( .iA(y_1), .iB(y_1), .oProd(y_1_out) );
    reg [26:0] y_2, mult_2_in, half_iA_2;
    wire [26:0] y_2_out;
    FpMul s2_mult ( .iA(half_iA_2), .iB(mult_2_in), .oProd(y_2_out) );
    reg [26:0] y_3, add_3_in;
    wire [26:0] y_3_out;
    FpAdd s3_add ( .clk(clk), .iA({~add_3_in[26],add_3_in[25:0]}), .iB(27'd33423360), .oSum(y_3_out) );
    reg [26:0] y_4;
    reg [26:0] y_5, mult_5_in;
    FpMul s5_mult ( .iA(y_5), .iB(mult_5_in), .oProd(oInvSqrt) );
    always @(posedge clk) begin
    y_2 <= y_1;
    mult_2_in <= y_1_out;
    half_iA_2 <= half_iA_1;
    y_3 <= y_2;
    add_3_in <= y_2_out;
    y_4 <= y_3;
    y_5 <= y_4;
    mult_5_in <= y_3_out;
    end
endmodule
module FpMul (
    input      [26:0] iA,     
    input      [26:0] iB,     
    output     [26:0] oProd   
);
    wire        A_s;
    wire [7:0]  A_e;
    wire [17:0] A_f;
    wire        B_s;
    wire [7:0]  B_e;
    wire [17:0] B_f;
    assign A_s = iA[26];
    assign A_e = iA[25:18];
    assign A_f = {1'b1, iA[17:1]};
    assign B_s = iB[26];
    assign B_e = iB[25:18];
    assign B_f = {1'b1, iB[17:1]};
    wire        oProd_s;
    assign oProd_s = A_s ^ B_s;
    wire [35:0] pre_prod_frac;
    assign pre_prod_frac = A_f * B_f;
    wire [8:0]  pre_prod_exp;
    assign pre_prod_exp = A_e + B_e;
    wire [7:0]  oProd_e;
    wire [17:0] oProd_f;
    assign oProd_e = pre_prod_frac[35] ? (pre_prod_exp-9'd126) : (pre_prod_exp - 9'd127);
    assign oProd_f = pre_prod_frac[35] ? pre_prod_frac[34:17] : pre_prod_frac[33:16];
    wire        underflow;
    assign underflow = pre_prod_exp < 9'h80;
    assign oProd = underflow        ? 27'b0 :
                   (B_e == 8'd0)    ? 27'b0 :
                   (A_e == 8'd0)    ? 27'b0 :
                   {oProd_s, oProd_e, oProd_f};
endmodule
module FpAdd (
    input             clk,
    input      [26:0] iA,
    input      [26:0] iB,
    output     [26:0] oSum
);
    wire        A_s;
    wire [7:0]  A_e;
    wire [17:0] A_f;
    wire        B_s;
    wire [7:0]  B_e;
    wire [17:0] B_f;
    assign A_s = iA[26];
    assign A_e = iA[25:18];
    assign A_f = {1'b1, iA[17:1]};
    assign B_s = iB[26];
    assign B_e = iB[25:18];
    assign B_f = {1'b1, iB[17:1]};
    wire A_larger;
    wire [7:0]  exp_diff_A;
    wire [7:0]  exp_diff_B;
    wire [7:0]  larger_exp;
    wire [36:0] A_f_shifted;
    wire [36:0] B_f_shifted;
    assign exp_diff_A = B_e - A_e;  
    assign exp_diff_B = A_e - B_e;  
    assign larger_exp = (B_e > A_e) ? B_e : A_e;
    assign A_f_shifted = A_larger             ? {1'b0,  A_f, 18'b0} :
                         (exp_diff_A > 9'd35) ? 37'b0 :
                         ({1'b0, A_f, 18'b0} >> exp_diff_A);
    assign B_f_shifted = ~A_larger            ? {1'b0,  B_f, 18'b0} :
                         (exp_diff_B > 9'd35) ? 37'b0 :
                         ({1'b0, B_f, 18'b0} >> exp_diff_B);
    assign A_larger =    (A_e > B_e)                   ? 1'b1  :
                         ((A_e == B_e) && (A_f > B_f)) ? 1'b1  :
                         1'b0;
    wire [36:0] pre_sum;
    assign pre_sum = ((A_s^B_s) &  A_larger) ? A_f_shifted - B_f_shifted :
                     ((A_s^B_s) & ~A_larger) ? B_f_shifted - A_f_shifted :
                     A_f_shifted + B_f_shifted;
    reg  [36:0] buf_pre_sum;
    reg  [7:0]  buf_larger_exp;
    reg         buf_A_e_zero;
    reg         buf_B_e_zero;
    reg  [26:0] buf_A;
    reg  [26:0] buf_B;
    reg         buf_oSum_s;
    always @(posedge clk) begin
        buf_pre_sum    <= pre_sum;
        buf_larger_exp <= larger_exp;
        buf_A_e_zero   <= (A_e == 8'b0);
        buf_B_e_zero   <= (B_e == 8'b0);
        buf_A          <= iA;
        buf_B          <= iB;
        buf_oSum_s     <= A_larger ? A_s : B_s;
    end
    wire [36:0] pre_frac;
    assign pre_frac = buf_pre_sum;
    wire [17:0] oSum_f;
    wire [7:0]  shft_amt;
    assign shft_amt = pre_frac[36] ? 8'd0  : pre_frac[35] ? 8'd1  :
                      pre_frac[34] ? 8'd2  : pre_frac[33] ? 8'd3  :
                      pre_frac[32] ? 8'd4  : pre_frac[31] ? 8'd5  :
                      pre_frac[30] ? 8'd6  : pre_frac[29] ? 8'd7  :
                      pre_frac[28] ? 8'd8  : pre_frac[27] ? 8'd9  :
                      pre_frac[26] ? 8'd10 : pre_frac[25] ? 8'd11 :
                      pre_frac[24] ? 8'd12 : pre_frac[23] ? 8'd13 :
                      pre_frac[22] ? 8'd14 : pre_frac[21] ? 8'd15 :
                      pre_frac[20] ? 8'd16 : pre_frac[19] ? 8'd17 :
                      pre_frac[18] ? 8'd18 : pre_frac[17] ? 8'd19 :
                      pre_frac[16] ? 8'd20 : pre_frac[15] ? 8'd21 :
                      pre_frac[14] ? 8'd22 : pre_frac[13] ? 8'd23 :
                      pre_frac[12] ? 8'd24 : pre_frac[11] ? 8'd25 :
                      pre_frac[10] ? 8'd26 : pre_frac[9]  ? 8'd27 :
                      pre_frac[8]  ? 8'd28 : pre_frac[7]  ? 8'd29 :
                      pre_frac[6]  ? 8'd30 : pre_frac[5]  ? 8'd31 :
                      pre_frac[4]  ? 8'd32 : pre_frac[3]  ? 8'd33 :
                      pre_frac[2]  ? 8'd34 : pre_frac[1]  ? 8'd35 :
                      pre_frac[0]  ? 8'd36 : 8'd37;
    wire [53:0] pre_frac_shft;
    assign pre_frac_shft = {pre_frac, 17'b0} << (shft_amt+1);
    assign oSum_f = pre_frac_shft[53:36];
    wire [7:0] oSum_e;
    assign oSum_e = buf_larger_exp - shft_amt + 8'b1;
    wire underflow;
    assign underflow = ~oSum_e[7] && buf_larger_exp[7] && (shft_amt != 8'b0);
    assign oSum = (buf_A_e_zero && buf_B_e_zero)    ? 27'b0 :
                  buf_A_e_zero                     ? buf_B :
                  buf_B_e_zero                     ? buf_A :
                  underflow                        ? 27'b0 :
                  (pre_frac == 0)                  ? 27'b0 :
                  {buf_oSum_s, oSum_e, oSum_f};
endmodule
--- flow/run.sh ---
#!/bin/bash
# OpenROAD 26Q1-2900-gdf79404cd8, Yosys 0.63+post, stock flow scripts
make -C /OpenROAD-flow-scripts/flow DESIGN_CONFIG=/design/flow/config.mk WORK_HOME=/design/flow/orfs finish
--- flow/config.mk ---
export PLATFORM = sky130hd
export DESIGN_NAME = FpInvSqrt
export DESIGN_NICKNAME = FpInvSqrt
export VERILOG_FILES = /design/flow/design.v
export SDC_FILE = /design/flow/constraint.sdc
export NUM_CORES = 4
export LEC_CHECK = 1
export CORE_UTILIZATION = 50
--- flow/constraint.sdc ---
current_design FpInvSqrt

set clk_period 20.2
set clk_io_pct 0.2

create_clock -name clk0 -period $clk_period [get_ports {clk}]

set non_clock_inputs [all_inputs -no_clocks]
set_input_delay [expr $clk_period * $clk_io_pct] -clock clk0 $non_clock_inputs
set_output_delay [expr $clk_period * $clk_io_pct] -clock clk0 [all_outputs]
==> results.py <==
# Synthesis and PnR figures
metrics = {
    "synthesis": {
        "syn_inst": 5349,
        "ys_cells": 5349,
        "syn_avg_cell_area_um2": 8.557,
        "numSynthFlops": 254,
        "netlist_area_um2": 45770,
        "ys_warn_count": 2,
        "async_flop_share_pct": 0,
        "flop_cell": "dfxtp_1",
        "ys_seq_share_pct": 11.11,
        "yosys-stat-area_um2": 45770,
        "edf_count": 0,
        "synth_cell_types": 96,
    },
    "critical_path": {
        "required_ns": 20.64,
        "worstReg2RegEnd": "s3_add.buf_pre_sum[35]$_DFF_P_",
        "crit_buf_inv": 8,
        "worst-setup-path-type": "primary input to flip-flop",
        "worst-path-max-fanout": 24,
        "crit_path_end_kind": "flip-flop",
        "cp_top_family": "AND-OR/OR-AND gates",
        "arrival_ns": 14.77,
        "worst_path_most_repeated_cell": "fa_1",
        "reg2reg_from": "add_3_in[18]$_SDFF_PP0_",
        "slowest_stage": "clkinv_1",
        "ff2ff_setup_slack_ns": 11.56,
        "cpPeakStageDelay_ns": 0.80,
        "start_kind": "primary input",
        "rr_worst_depth": 27,
        "critical_path.startpoint": "iA[3]",
    },
    "job": {
        "drv_cap": 0,
        "warnings": 32,
    },
    "final_timing": {
        "hold_viol": 0,
        "post-route-min-period_ns": 14.33,
        "fin_tns_setup_ns": 0,
        "finalClockPeriodUsage_pct": 70.96,
        "fmax_mhz": 69.77,
        "hold_slack_ns": 0.3221,
        "fin_ws_ns": 5.866,
        "setup_viol": 0,
        "fin_skew_ns": 0.01618,
        "worstMarginPinSlew_ns": 0.9329,
        "grt_setup_unrepaired": "false",
        "slew_viol_final": 0,
        "max_slew_margin_pct": 37.25,
    },
    "detailed_routing": {
        "ant_nets": 0,
        "wl_per_cell_um": 17.50,
        "drt-total-wl_um": 114200,
        "drtIter0Drc": 2037,
        "insertedDiodeCount": 0,
        "vias": 35040,
        "drc": 0,
        "first_pass_iters": 7,
        "via_per_inst": 5.368,
    },
    "die": {
        "fp_util_pct": 50.69,
        "fp.dieH_um": 304.6,
        "die_x_um": 304.6,
        "die_area_um2": 92750,
        "io_pins": 55,
        "core_area_um2": 90290,
        "rows": 110,
    },
    "cts": {
        "post-cts-setup-buffer-count": 0,
        "post_cts_resized": 0,
        "cts_hold_buf": 0,
        "cts_buffers": 28,
        "cts_sinks": 254,
        "clock_latency_ns": 0.56,
        "cts-root-to-sink-buffers": 3,
        "cts_root_buffer": "clkbuf_16",
        "clk_pin_slew_ns": 0.07,
        "h-tree-depth": 1,
        "cts_tree": "built",
    },
    "grt": {
        "grt_pass1_vias": 35820,
        "grt_overflow": 0,
        "antenna_found_initial": 7,
        "grt_max_degree": 41,
        "grt_usage_pct": 27.14,
        "grt_pass1_wl_um": 189400,
    },
    "place": {
        "portBuffers": 53,
        "globalplace.congestion": 0.9808,
        "place_ws_ns": 5.437,
        "hpwl_um": 91840,
    },
    "finish": {
        "area_growth_pct": 6.539,
        "utilization_pct": 54.01,
        "layout-drive-gt1-share_pct": 4.653,
        "final_cell_mix": "inv_1 (1040), fa_1 (733), nand2_1 (657), ha_1 (423), nor2_1 (317)",
        "layout.cells.most_common": "inv_1",
    },
    "worst_hold_path": {
        "holdPathEnd": "y_5[21]$_DFF_P_",
        "hold_path_depth": 0,
        "hold_start": "y_4[21]$_DFF_P_",
        "hp-class": "flip-flop to flip-flop",
    },
    "outcome": {
        "status": "completed",
    },
}
[metal layers]
metal	wire length (um)	vias to the layer above	GRT usage (%)
met2	52120	1030	41.35
met3	9255	139	7.816
li1	-	16940	-
met5	35	-	0
met1	50350	16930	41.23
met4	2451	6	4.451
[cell families (layout without fill, tap and decap cells)]
logic type,Yosys count,after routing,share of synthesized area [%]
AND/OR/NAND/NOR,1629,1629,16.81
buffers and inverters,1245,1247,10.31
adder cells (fa/ha/maj),1156,1156,43.62
AND-OR/OR-AND,717,717,10.34
flip-flops,254,254,11.11
XOR/XNOR,206,206,3.942
multiplexers,142,142,3.865
[how the worst max path moves through the flow]
stage	endpoint	depth (start not counted)
CTS	mult_2_in[13]$_SDFF_PP0_	34
global route	mult_2_in[17]$_SDFF_PP0_	35
finish	mult_2_in[17]$_SDFF_PP0_	35
[cells in the mapped netlist (70+ instances only)]
master    count  area, um^2
a21o_1       83       623.1
a21oi_1     194       970.9
and2_1      258        1614
clkbuf_1    166       623.1
dfxtp_1     254        5085
fa_1        733       14670
ha_1        423        5293
inv_1      1040        3904
mux2i_1      98       980.9
nand2_1     657        2466
nand3_1      70       350.3
nor2_1      317        1190
nor3_1       79       395.4
o21ai_0     136       680.7
xnor2_1     119        1042
xor2_1       87       762.0
[state kept, by name, indices dropped and copies added (netlist names)]
name,cells
add_3_in,26
half_iA_2,26
mult_2_in,25
mult_5_in,26
s3_add.buf_A_e_zero,1
s3_add.buf_larger_exp,8
s3_add.buf_oSum_s,1
s3_add.buf_pre_sum,37
y_2,26
y_3,26
y_4,26
y_5,26
[layout make-up]
type                            instances  area, um^2
Clock inverter                         20       217.7
Fill cell                            8460       41520
Tap cell                             1176        1471
Inverter                             1048        3934
Multi-Input combinational cell       3850       36060
Clock buffer                           32       757.0
Timing Repair Buffer                  147        1236
Sequential cell                       254        5085
[per-stage QoR]
stage	cells	area (um^2)
final	6527	48760
after global routing	6527	48760
after CTS	6527	48760
after detailed placement	6475	47790
after global placement	6475	47790
after floorplan	5349	45770
