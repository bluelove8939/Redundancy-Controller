==> /design/flow/design.v <==
module MultiplierTest (
    input clk,
    input reset_n,
    input [7:0] a,
    input [7:0] b,
    output [15:0] y
);
reg [15:0] y_o;
assign y = y_o;
always @(posedge clk or negedge reset_n) begin
    if (!reset_n) begin
        y_o <= 0;
    end else begin
        y_o <= a * b;
    end
end
endmodule
module Multiplier32Test (
    input clk,
    input reset_n,
    input [31:0] a,
    input [31:0] b,
    output [63:0] y
);
reg [63:0] y_o;
assign y = y_o;
always @(posedge clk or negedge reset_n) begin
    if (!reset_n) begin
        y_o <= 0;
    end else begin
        y_o <= a * b;
    end
end
endmodule
==> /design/flow/run.sh <==
#!/bin/bash
# OpenROAD 26Q1-2900-gdf79404cd8, Yosys 0.63+post, stock flow scripts
make -C /OpenROAD-flow-scripts/flow DESIGN_CONFIG=/design/flow/config.mk WORK_HOME=/design/flow/orfs finish
==> /design/flow/config.mk <==
export PLATFORM = sky130hd
export DESIGN_NAME = Multiplier32Test
export DESIGN_NICKNAME = Multiplier32Test
export VERILOG_FILES = /design/flow/design.v
export SDC_FILE = /design/flow/constraint.sdc
export NUM_CORES = 4
export LEC_CHECK = 1
export CORE_UTILIZATION = 40
==> /design/flow/constraint.sdc <==
current_design Multiplier32Test

set clk_period 1.0
set clk_io_pct 0.2

create_clock -name clk0 -period $clk_period [get_ports {clk}]

set non_clock_inputs [all_inputs -no_clocks]
set_input_delay [expr $clk_period * $clk_io_pct] -clock clk0 $non_clock_inputs
set_output_delay [expr $clk_period * $clk_io_pct] -clock clk0 [all_outputs]
==> notes.md <==
run metrics: period utilisation layout 6.97, layout cells sized above 1 0.296, MI comb area 0.0319 mm2, root buffer cell clkbuf_16, WP data arrival 7200 ps, first-pass GRT wire length 167 mm, Crit path buffers/inverters 10, DR DRC count 0, WL per Instance 19.7 um, RSZ-0062 raised after global routing true, routability cong. 0.939, TritonCTS Buffers 9, syn avg cell area 9.34 um2, total global routing overflow 0, status finished with violations, asr flop ratio synth 1.00, GR Util All Layers 0.266, worst hold slack 305 ps, Max Cap Viol 0, IO buf count 129, Yosys chip area 0.0350 mm2, Vias 26800, violated checks setup timing, max reg flops 64, top cells by area fa_1, and2_1, ha_1, inv_1, nand2_1, fin crit period 6970 ps, tool warnings 28, most frequent cells in the layout inv_1, fa_1, and2_1, nand2_1, buf_4, Main synth FF type dfrtp_1, chip area 0.0887 mm2, antenna violations before repair 4, most frequent logic cell in the layout inv_1, Post-DP HPWL 81.4 mm, critical path's top delay family adder cells, htree depth 3, Reg with most FFs y_o, Layout area overhead 33.3%, die width 298 um, CP max stage delay 610 ps, CP Class input port to register, Cells after Synth 3748, Worst Tran Pin Value 451 ps, final wirelength 108 mm, CTS Buffer Depth 2, required time of the critical path 1220 ps, hold crit path type input port to asynchronous set/reset pin, final worst slack -5970 ps, Core Area 0.0868 mm2, Clock Sinks 64, startpoint types input port, Rows 108, crit path max fanout 7, Clk pin slew, worst setup/hold paths 60 ps, vias per cell 4.91, number of hold violations in the final report 0, DP Area 0.0415 mm2, # Cells Yosys 3748, post-route insts no fill 5458, Flops after synth 64, most frequent CP cell fa_1, area share, top type 0.513, initial DRC count 1007, Layout fillers 7400, router iterations before antenna repair 7, final setup violation count 85, fin area 0.0467 mm2, synthesized area 0.0350 mm2, CP Capture Type register, number of global-route vias before repair 29100, Inserted Diodes 0, Die H 298 um, final max-slew violation count 0, Seq share, synth 0.0458, Ys Warns 1, initial cell density of the core 0.403, Critical-path top delay cell fa_1, Max transition margin 0.698, number of routed nets with antenna violations 0, Achievable Freq 143 MHz, Largest regs y_o x64, number of enable flip-flop cells 0, largest area contributor in the netlist fa_1, largest net degree at the start of global routing 27, Inst Count DP 5250, IO Pins 130, Cell Type Count 57, Register Area 0.00160 mm2, CTS tree yes
what timing repair did:
action | CTS | global route
buffers inserted | 117 | 52
pin swaps | 309 | 275
cloned | 32 | 13
hold endpoints to repair | 6 | 0
hold buffers | 3 | 0
setup endpoints to repair | 128 | 127
resized | 726 | 455
synth_stat cells, drive strengths merged (3+ instances only):
master	count
fa	896
inv	865
and2	602
nand2	480
ha	263
clkbuf	213
a21oi	66
dfrtp	64
a21o	40
xnor2	35
o21ai	26
xor2	25
nand4	23
nor2	20
and3	14
a31oi	12
o21bai	11
nand3	10
o21a	9
buf	7
nor3	7
o31ai	5
a221o	4
a221oi	4
a211oi	3
a21boi	3
and4	3
o221ai	3
or2	3
or3	3
or4	3
cell families (layout without fill, tap and decap cells):
group	Yosys count	in the layout	share of synthesized area
AND/OR/NAND/NOR	1177	1177	0.175
adder cells (fa/ha/maj)	1159	1159	0.607
buffers and inverters	1085	1640	0.117
AND-OR/OR-AND	202	202	0.0412
flip-flops	64	64	0.0458
XOR/XNOR	60	60	0.0150
multiplexers	1	1	0.000286
routing by layer:
metal / global-route usage / wire (um)
met3: 0.126 / 12500
met4: 0.0596 / 3200
met2: 0.422 / 53000
met5: 0 / 77
met1: 0.341 / 38900
metrics by stage:
stage | util | setup slack (ps) | setup TNS (ps)
2_1_floorplan | - | -5740 | -288330
6_report | 0.538 | -5970 | -307440
5_1_grt | 0.538 | -6120 | -319230
3_3_place_gp | 0.478 | -6670 | -361190
4_1_cts | 0.522 | -6030 | -331170
3_5_place_dp | 0.478 | -6700 | -359960
area by class of cell:
type / count / share of cell area
multi-input cells: 2599 / 0.684
clock inverters: 3 / 0.000375
repair buffers: 759 / 0.175
flip-flops and latches: 64 / 0.0343
inverters: 865 / 0.0696
clock buffers: 13 / 0.00536
well taps: 1155 / 0.0310
final timing paths:
path	startpoint	to	slack [ps]	cells after the start
setup / recovery	b[21]	y_o[58]	-5970	27
min in group clk0	a[0]	y_o[0]	550	4
max in group asynchronous	reset_n	y_o[9]	180	3
hold / removal	reset_n	y_o[47]	310	2
